===== ./config.mk =====
export PLATFORM = sky130hd
export DESIGN_NAME = SimpleCPU
export DESIGN_NICKNAME = SimpleCPU
export VERILOG_FILES = /design/flow/design.v
export SDC_FILE = /design/flow/constraint.sdc
export NUM_CORES = 4
export LEC_CHECK = 1
export CORE_UTILIZATION = 30

===== ./constraint.sdc =====
current_design SimpleCPU

set clk_period 19.5
set clk_io_pct 0.2

create_clock -name clk0 -period $clk_period [get_ports {clk}]

set non_clock_inputs [all_inputs -no_clocks]
set_input_delay [expr $clk_period * $clk_io_pct] -clock clk0 $non_clock_inputs
set_output_delay [expr $clk_period * $clk_io_pct] -clock clk0 [all_outputs]

===== ./design.v =====
`timescale 1ns / 1ps
module SimpleCPU(clk, rst, data_fromRAM, wrEn, addr_toRAM, data_toRAM);
parameter SIZE = 10;
parameter FI = 0;  
parameter DE = 1;  
parameter FD1 = 2;  
parameter FD2 = 3;  
parameter EX = 4;  
parameter WR_UP = 5;  
parameter ADD = 0;
parameter NAND = 1;
parameter SRL = 2;
parameter LT = 3;
parameter CP = 4;
parameter CPI = 5;
parameter BZJ = 6;
parameter MUL = 7;
input clk, rst;
input wire [31:0] data_fromRAM;
output reg wrEn;
output reg [SIZE-1:0] addr_toRAM;
output reg [31:0] data_toRAM;
reg [2:0] state, stateNext;
reg [SIZE-1:0] pCounter, pCounterNext;
reg [31:0] memA, memANext;
reg [31:0] memB, memBNext;
reg [31:0] instruction, instructionNext;
reg gotCPIdata, gotCPIdataNext;
wire [2:0] opcodeDE;
wire immediateDE;
wire [SIZE-1:0] addrADE;
wire [SIZE-1:0] addrBDE;
assign opcodeDE = data_fromRAM[31:29];
assign immediateDE = data_fromRAM[28];
assign addrADE = data_fromRAM[27:14];
assign addrBDE = data_fromRAM[13:0];
wire [2:0] opcode;
wire immediate;
wire [SIZE-1:0] addrA;
wire [SIZE-1:0] addrB;
assign opcode = instruction[31:29];
assign immediate = instruction[28];
assign addrA = instruction[27:14];
assign addrB = instruction[13:0];
always@(posedge clk) begin
    state <= #1 stateNext;
    pCounter <= #1 pCounterNext;
    memA <= #1 memANext;
    memB <= #1 memBNext;
    instruction <= #1 instructionNext;
    gotCPIdata <= #1 gotCPIdataNext;
end
always@(*) begin
    stateNext = state;
    pCounterNext = pCounter;
    memANext = memA;
    memBNext = memB;
    instructionNext = instruction;
    gotCPIdataNext = gotCPIdata;
    addr_toRAM = 0;
    data_toRAM = 0;
    wrEn = 0;
    if(rst) begin
        stateNext = 0;
        pCounterNext = 0;
        memANext = 0;
        memBNext = 0;
        instructionNext = 0;
        gotCPIdataNext = 0;
        wrEn = 0;
        addr_toRAM = 0;
        data_toRAM = 0;
    end
    else begin
        case(state)
            FI : begin
                wrEn = 0;
                addr_toRAM = pCounter;
                stateNext = DE;
            end
            DE : begin
                instructionNext = data_fromRAM;
                addr_toRAM = addrADE;
                if(immediateDE) begin
                    memBNext = addrBDE;
                end
                stateNext = FD1;
                case(opcodeDE)
                    CP : begin
                        if(immediateDE) begin
                            stateNext = EX;
                        end
                        else begin
                            addr_toRAM = addrBDE;
                            stateNext = FD2;
                        end
                    end
                    CPI : begin
                        if(!immediateDE) begin
                            addr_toRAM = addrBDE;
                            stateNext = FD2;
                        end
                    end
                endcase
            end
            FD1 : begin
                memANext = data_fromRAM;
                if(immediate && ~(opcode == CPI)) begin
                    stateNext = EX;
                end
                else begin
                    addr_toRAM = addrB;
                    stateNext = FD2;
                end
                case(opcode)
                    CPI : begin
                        instructionNext = {instruction[31:28], 4'b0000, data_fromRAM[SIZE-1:0], instruction[13:0]};
                    end
                    BZJ : begin
                        if(immediateDE) begin
                            stateNext = EX;
                        end
                    end
                endcase
            end
            FD2 : begin
                memBNext = data_fromRAM;
                stateNext = EX;
                case(opcode)
                    CPI : begin
                        if(~immediate && ~gotCPIdata) begin
                            instructionNext = {instruction[31:14], 4'b0000, data_fromRAM[SIZE-1:0]};
                            addr_toRAM = data_fromRAM[SIZE-1:0];
                            stateNext = FD2;
                            gotCPIdataNext = 1;
                        end
                    end
                endcase
            end
            EX : begin
                stateNext = WR_UP;
                case(opcode)
                    ADD : begin
                        memANext = memA + memB;
                    end
                    NAND : begin
                        memANext = ~(memA & memB);
                    end
                    SRL : begin
                        if(memB < 32) begin
                            memANext = memA >> memB;
                        end
                        else begin
                            memANext = memA << (memB - 32);
                        end
                    end
                    LT : begin
                        if(memA < memB) begin
                            memANext = 1;
                        end
                        else begin
                            memANext = 0;
                        end
                    end
                    CP : begin
                        memANext = memB;
                    end
                    CPI : begin
                        gotCPIdataNext = 0;
                        memANext = memB;
                    end
                    BZJ : begin
                        if(immediate) begin
                            pCounterNext = memA + addrB;
                        end
                        else begin
                            if(memB == 0) begin
                                pCounterNext = memA;
                            end
                            else begin
                                pCounterNext = pCounter + 1;
                            end
                        end
                        stateNext = FI;
                    end
                    MUL : begin
                        memANext = memA * memB;
                    end
                endcase
            end
            WR_UP : begin
                pCounterNext = pCounter + 1;
                wrEn = 1;
                addr_toRAM = addrA;
                data_toRAM = memA;
                stateNext = FI;
            end
        endcase
    end
end
endmodule

===== ./run.sh =====
#!/bin/bash
# OpenROAD 26Q1-2900-gdf79404cd8, Yosys 0.63+post, stock flow scripts
make -C /OpenROAD-flow-scripts/flow DESIGN_CONFIG=/design/flow/config.mk WORK_HOME=/design/flow/orfs finish

==> results_dict.tcl <==
# yosys + openroad results
set metrics [dict create \
    required_ps 15600 \
    drive_gt1_share_pct 6.31 \
    hold_violations 0 \
    yosysTopAreaCell "fa_1" \
    crit_chain "clkdlybuf4s50_1 > o21a_1 > a222oi_1 > a31oi_1 > clkdlybuf4s50_1" \
    cp_slowest_stage_delay_ps 660 \
    die_w_um 309 \
    min_period_over_period_pct 51.0 \
    critPathTopFamily "buffers and inverters" \
    skew_ps 15.1 \
    mappedNetlistArea_mm2 0.0282 \
    arrival_ps 6050 \
    reg2reg_depth 25 \
    synthCells 3500 \
    cts_sinks 105 \
    avgViaCountPerCell 5.47 \
    synthArstFlopShare_pct 0 \
    crit_fanout 10 \
    rsz0062_at_grt "false" \
    power_frac_seq_pct 29.9 \
    numSynthFlops 105 \
    cap_violations 0 \
    ant_nets 0 \
    place_congestion 1.07 \
    firstDrtPassIters 6 \
    p_int_mw 0.440 \
    switching_share_pct 45.4 \
    fin_crit_ps 9950 \
    grt_pass1_vias 25800 \
    topCellsByArea "fa_1 29%, ha_1 8.8%, dfxtp_1 7.5%" \
    worstSetupPathType "input port to output port" \
    vias 25600 \
    cts_tree "done" \
    n_antenna_cell 0 \
    cp_slowest_cell "clkdlybuf4s50_1" \
    rows 112 \
    fill_cells 9762 \
    cts_root_buf "clkbuf_16" \
    edf_count 0 \
    worst_slew_pin_slew_ps 1030 \
    maxSlewHeadroom_pct 30.9 \
    clk_pin_slew_worst_paths_ps 80 \
    critical_path.startpoint_type "input port" \
    routedWlPerCell_um 24.3 \
    cts_setup_buffers 0 \
    power_density_mw_per_mm2 26.3 \
    ys_cells 3500 \
    flop_cell "dfxtp_1" \
    endpoint "addr_toRAM[4]" \
    total_power_mw 0.805 \
    route.detailed.drc 0 \
    p_leak_nw 13.4 \
    startpoint "data_fromRAM[28]" \
    max_freq_mhz 100 \
    synth_warnings 1 \
    crit_cells 5 \
    cts-hold-fix-buffers 0 \
    die_h_um 309 \
    yosysMostFrequentCell "inv_1" \
    crit_buf_inv 2 \
    netlist_top_cells_count "449 x inv_1, 410 x fa_1, 397 x nand2_1, 288 x and2_1, 239 x nor2_1" \
    synth.top_cell.area_share_pct 29.1 \
    grt_first_pass_wirelength_mm 170 \
    drt_iter0_drc 2165 \
    ctsResizeCount 0 \
    placement.io_buffers 76 \
    totalWireLength_mm 114 \
    gr-total-overflow 0 \
    power_frac_clock_pct 26.3 \
    r2r_start "memA[14]" \
    numCtsBuffers 9 \
    p_sw_mw 0.366 \
    syn_to_final_growth_pct 8.80 \
    grt_start_max_net_pins 61 \
    slew_viol_final 0 \
    r2r_slack_ps 11130 \
    finalSetupViolations 0 \
    yosys_area_mm2 0.0282 \
    fp-utilization_pct 30.3 \
    cts_max_level 3 \
    io_pins 77 \
    clk_path_buf_depth 2 \
    combPwrFrac_pct 43.8 \
    fin_tns_setup_ps 0 \
    warnings 57 \
    antenna_found_initial 0 \
    outcome "complete, no violations" \
    track_usage_pct 25.2 \
    rr_endpoint "memA[29]" \
    ir_drop_v 0.0000406 \
    yosysUniqueCellTypes 85 \
    cp_common_cell "clkdlybuf4s50_1" \
    core_area_mm2 0.0932 \
    setup.worst_path.end_class "output port" \
    synth_area_per_cell_um2 8.05 \
    synth_seq_share_pct 7.46 \
    hold_path.class "register to register" \
    dp_hpwl_mm 85.7 \
    dieArea_mm2 0.0952 \
    clk_latency_ps 380 \
]
[worst min-delay path by stage]
stage | from | endpoint | depth (start not counted)
4_1_cts | memB[9] | memB[9] | 2
5_1_grt | memB[9] | memB[9] | 2
6_report | memB[9] | memB[9] | 2
[registers in the layout (all words and copies together) (netlist names)]
register,flops
pCounter,10
memB,32
gotCPIdata,1
state,6
memA,32
instruction,24
[cells by family (layout without fill, tap and decap cells)]
group	Yosys count	after routing	share of synthesized area (%)
buf+inv	722	660	9.81
xor+xnor	117	117	3.63
flops	105	105	7.46
simple gates	1164	1164	20.2
mux	123	123	5.89
fa+ha+maj	608	608	37.9
compound gates	661	661	15.1
[layer usage]
| metal | part of all wire, % | routed length (um) | GRT usage (%) | vias up |
|---|---|---|---|---|
| met5 | 0 | 0 | 0 | - |
| met2 | 44 | 50500 | 37.8 | 1373 |
| met4 | 4.9 | 5560 | 9.61 | 0 |
| li1 | - | - | - | 11300 |
| met1 | 40 | 45900 | 34.5 | 12700 |
| met3 | 11 | 12000 | 8.12 | 237 |
[power groups by stage]
stage	Combinational, mW	Sequential (mW)	Clock (mW)
after global routing	0.375	0.241	0.221
final	0.353	0.241	0.212
after CTS	0.344	0.240	0.215
[metrics by stage]
stage	hold WS [ps]	cells	setup WS, ps	util [%]	area [um^2]
4_1_cts	465	4692	9590	32.9	30700
2_1_floorplan	431	3500	10710	-	28200
5_1_grt	491	4692	9480	32.9	30700
6_report	463	4692	9550	32.9	30700
3_3_place_gp	440	4676	9630	32.6	30300
3_5_place_dp	455	4676	9590	32.6	30300
[worst reg2reg max path: stages, from the launching register on]
cell	delay, ps
dfxtp_1	630
buf_4	500
and2_1	240
fa_1	410
inv_1	80
fa_1	420
fa_1	480
fa_1	540
inv_1	50
fa_1	500
inv_1	60
fa_1	530
inv_1	50
fa_1	520
fa_1	430
ha_1	360
a21o_1	200
a21o_1	160
a21oi_1	250
o21a_1	170
o21ai_0	130
o41ai_1	760
o21a_1	280
xnor2_1	90
a221oi_1	340
a211oi_1	80
[final cells by class]
class / count / area [um^2] / share of cell area, %
multi-input cells: 2673 / 23300 / 76.1
flip-flops and latches: 105 / 2120 / 6.91
inverters: 453 / 1700 / 5.54
repair buffers: 191 / 1620 / 5.29
well taps: 1254 / 1570 / 5.12
clock buffers: 9 / 225 / 0.734
clock inverters: 7 / 97.6 / 0.318
[layout by cell type, fill, tap and decap left out, types with 12 or more instances in the layout]
cell,Yosys,final
a31oi_1,25,25
inv_1,449,449
ha_1,198,198
nand2b_1,20,20
dfxtp_1,105,96
o221ai_1,17,17
a22oi_1,37,37
xnor2_1,93,93
nand2_1,397,397
o31ai_1,16,16
nand4_1,12,12
nor2_1,239,237
nor2b_1,23,22
a211oi_1,34,34
o21ai_0,108,108
o22ai_1,30,30
xor2_1,24,24
mux2i_1,85,85
nand3_1,37,37
or3_1,22,22
buf_4,2,116
fa_1,410,410
clkdlybuf4s50_1,0,75
mux4_2,34,34
o21bai_1,14,14
a21oi_1,215,214
a21o_1,26,26
o211ai_1,18,18
o21a_1,17,17
a221oi_1,12,12
nor3_1,55,54
and3_1,14,14
and2_1,288,288
